**run.sh**
```bash
#!/bin/bash
# OpenROAD 26Q1-2900-gdf79404cd8, Yosys 0.63+post, stock flow scripts
make -C /OpenROAD-flow-scripts/flow DESIGN_CONFIG=/design/flow/config.mk WORK_HOME=/design/flow/orfs finish
```
**constraint.sdc**
```tcl
current_design fu1

set clk_period 1.0
set clk_io_pct 0.2

create_clock -name clk0 -period $clk_period [get_ports {clk}]

set non_clock_inputs [all_inputs -no_clocks]
set_input_delay [expr $clk_period * $clk_io_pct] -clock clk0 $non_clock_inputs
set_output_delay [expr $clk_period * $clk_io_pct] -clock clk0 [all_outputs]
```
**config.mk**
```make
export PLATFORM = sky130hd
export DESIGN_NAME = fu1
export DESIGN_NICKNAME = fu1
export VERILOG_FILES = /design/flow/design.v
export SDC_FILE = /design/flow/constraint.sdc
export NUM_CORES = 4
export LEC_CHECK = 1
export CORE_UTILIZATION = 30
```
**design.v**
```verilog
module fu1(
    input clk,
    input rst,
    input [31:0] src1,   
    input [31:0] src2,   
    output reg [31:0] result  
);
    always @(posedge clk or posedge rst) begin
        if (rst)
            result <= 0;
        else
            result <= src1 + src2;  
    end
endmodule
```
==> metrics.yaml <==
grt_pass1_wl_um: 14100
grtUsageMet1_pct: 25.0
worstPathArrival_ns: 2.05
clockBufferDepth: 2
most_common_cell: "dfrtp_1"
warnings: 28
min_from: "src1[0]"
viasPerCell: 4.92
drt_iter0_markers: 86
edf_count: 0
outcome: "finished with violations"
die_x_um: 99.5
logic_area_mm2: 0.00263
drv_slew: 0
cts_buffers: 5
finalNonFillerCells: 650
fp_util_pct: 30.8
ys_top_cells_by_count: "dfrtp_1, ha_1, a21oi_1"
grtUsageTotal_pct: 17.7
placedCellCount: 614
row_count: 35
min_period_ns: 1.87
crit_fanout: 3
top_register: "result"
avgSynthCellArea_um2: 9.25
synth_area_mm2: 0.00285
drc_errors: 0
postSynthSeqShare_pct: 28.1
tritoncts: "built"
place_area_mm2: 0.00478
final_area_mm2: 0.00545
grt_busiest_layer: "met2"
reg_top3: "result x32"
utilization_pct: 59.0
endpoint_kind: "flip-flop"
grt_use_met3_pct: 2.07
netlist_instances: 308
yosys-stat-area_mm2: 0.00285
ys_cells: 308
antenna_found_initial: 0
yosysWarnings: 1
routed_wl_um: 8550
maxSlewHeadroom_pct: 77.4
coreArea_mm2: 0.00924
dp_hpwl_um: 6500
die_h_um: 99.5
path_clk_slew_ns: 0.08
power_leakage_nw: 2.44
wl_per_cell_um: 13.2
violations: "negative setup slack"
dr_total_vias: 3198
criticalPathCategory: "input port to flip-flop"
chip_area_mm2: 0.00989
syn_to_final_growth_pct: 91.1
peakVddDrop_mv: 0.551
finalClockPeriodUsage_pct: 187
min_path_type: "input port to flip-flop"
grt-ovfl-total: 0
synth_top_area_share_pct: 28.1
tightest_slew_ns: 0.339
crit_path_start_kind: "input port"
cts_htree_levels: 2
cts-root-buf: "clkbuf_8"
place.gp.congestion: 0.889
use_met2_pct: 31.0
maxCapViolations: 0
regArea_um2: 801
timing.final.hold_violations: 0
synthTopCellsByArea: "dfrtp_1, ha_1, a21oi_1"
rsz0062_at_grt: "yes"
grt_max_degree: 33
synthFlopType: "dfrtp_1"
ioPinCount: 98
ys_types: 67
drtPass1Iterations: 4
fmax_mhz: 534
port_buffers: 97
asyncSetResetFlopFracSynth_pct: 100
grt_pass1_vias: 3133
worst_slack_ns: -0.874
top_area_cell: "dfrtp_1"
cp-startpoint: "src2[0]"
worstPathRequired_ns: 1.17
ant_nets: 0
final-setup-viol-count: 29
ctsHoldBuffers: 0
ys_ff: 32
final_layout_size_suffix_gt1_share_pct: 55.7
p_per_area_mw_per_mm2: 1030
clock_sinks: 32
fillCellCount: 731
largest_register_ffs: 32
antenna_cells: 0
## area by class of cell
type | instances | area share, %
well taps | 129 | 2.96
inverters | 12 | 0.827
multi-input cells | 254 | 48.3
repair buffers | 215 | 31.5
clock inverters | 2 | 0.184
flip-flops and latches | 32 | 14.7
clock buffers | 6 | 1.52
## worst paths after layout
kind	end	slack, ns	cells after the start
max in group asynchronous	result[21]	0.56	3
min in group asynchronous	result[31]	0.26	3
setup / recovery	result[28]	-0.87	10
hold / removal	result[0]	0.13	2
## worst max-delay path: stages
cell	delay, ns
buf_8	0.10
ha_4	0.15
fa_2	0.33
a21o_1	0.22
a311o_1	0.30
nand4_1	0.18
buf_4	0.16
a211oi_4	0.07
nor4_2	0.26
nor3_2	0.07
## per-layer routing
metal | up-vias | routed length (um)
li1 | 1595 | -
met1 | 1512 | 3920
met2 | 84 | 4110
met3 | 7 | 450
met4 | 0 | 79
met5 | - | 0
## cell usage in the layout (no fill, tap or decap), types with 12 or more instances in the layout
| cell | instances |
|---|---|
| a21o_1 | 14 |
| buf_2 | 44 |
| buf_4 | 100 |
| buf_6 | 31 |
| clkdlybuf4s50_1 | 12 |
| dfrtp_1 | 32 |
| dlygate4sd2_1 | 13 |
| ha_4 | 24 |
| nand2_1 | 14 |
| nor2_1 | 17 |
## stage by stage
stage	setup TNS (ns)	power, mW	hold WS [ns]	setup slack [ns]
after floorplan	-18.87	2.82	0.316	-1.04
after global placement	-37.93	4.27	0.572	-1.61
after detailed placement	-38.41	4.29	0.561	-1.64
after CTS	-17.64	5.48	0.124	-0.941
after global routing	-19.13	5.97	0.125	-0.941
final	-17.56	5.60	0.128	-0.874
## cells by family (layout without fill, tap and decap cells)
logic type,Yosys count,after routing,synth area share [%]
and+or+nand+nor,87,87,16.6
muxes,5,5,1.80
DFF,32,32,28.1
xor gates and xnor gates,23,23,7.07
buffers and inverters,22,235,4.57
AOI/OAI and AO/OA,107,107,27.6
adders and majority gates,32,32,14.3
## where the power goes
part	leakage, nW	switching, mW	internal [mW]	total (mW)
clock network	0.0510	0.513	0.550	1.06
registers	0.373	0.0809	1.56	1.64
logic	2.01	1.23	1.67	2.90
## timing repair
item	4_1_cts	5_1_grt
setup buffers	18	13
pin swaps	74	48
setup endpoints to repair	63	35
gates resized	337	34
hold endpoints to repair	0	0
Power is estimated from default activity; no workload was simulated.
