`./config.mk`:
```
export PLATFORM = sky130hd
export DESIGN_NAME = writeback
export DESIGN_NICKNAME = writeback
export VERILOG_FILES = /design/flow/design.v
export SDC_FILE = /design/flow/constraint.sdc
export NUM_CORES = 4
export LEC_CHECK = 1
export CORE_AREA = 10 10 111 111
export DIE_AREA = 0 0 121 121
```
`./constraint.sdc`:
```
current_design writeback

set clk_period 1.0
set clk_io_pct 0.2

create_clock -name clk0 -period $clk_period [get_ports {clk}]

set non_clock_inputs [all_inputs -no_clocks]
set_input_delay [expr $clk_period * $clk_io_pct] -clock clk0 $non_clock_inputs
set_output_delay [expr $clk_period * $clk_io_pct] -clock clk0 [all_outputs]
```
`./design.v`:
```
module writeback(
    input clk, 
    input [31:0] aluout,          
    input [31:0] read_data,       
    input mem_to_reg,             
    output reg [31:0] wb_data     
);
    always @(posedge clk) begin
        if (mem_to_reg) 
            wb_data = read_data;  
        else 
            wb_data = aluout;     
    end
endmodule
```
`./run.sh`:
```
#!/bin/bash
# OpenROAD 26Q1-2900-gdf79404cd8, Yosys 0.63+post, stock flow scripts
make -C /OpenROAD-flow-scripts/flow DESIGN_CONFIG=/design/flow/config.mk WORK_HOME=/design/flow/orfs finish
```
==> results.toml <==
# physical design summary
[setup_path]
timing.critical_path.slowest_stage_cell = "sky130_fd_sc_hd__dfxtp_1"
cp-end-kind = "primary output"
crit_required_ns = 0.80
timing.critical_path.cells = "clkdlybuf4s15_1"
crit_family = "flip-flops"
crit_type = "flip-flop to primary output"
arrival_ns = 0.76
slowest_delay_ns = 0.31
crit_path_max_fanout = 1
crit_buf_inv = 1
critPathLaunchType = "flip-flop"

[synth]
syn_area_sq_um = 1180
yosys_cells = 68
synth.distinct_cells = 5
synth-main-ff-cell = "sky130_fd_sc_hd__dfxtp_1"
netlist.top_cell.by_area = "sky130_fd_sc_hd__dfxtp_1"
yosys_area_sq_um = 1180
syn_inst = 68
yosys-top-cells-area = "sky130_fd_sc_hd__dfxtp_1, sky130_fd_sc_hd__mux2_4, sky130_fd_sc_hd__buf_12"
synth.yosys.warnings = 1
post-synth-top-count-cell = "sky130_fd_sc_hd__dfxtp_1"
top_area_cell_share_pct = 54.1
synth_register_bits = 32
synth-edff-count = 0
synth_async_sr_flop_share_pct = 0
synthTopCellsByCount = "sky130_fd_sc_hd__dfxtp_1, sky130_fd_sc_hd__mux2_4, sky130_fd_sc_hd__buf_12"
portion_of_the_post_synthesis_area_used_by_sequential_elements_pct = 54.1
post_synth.cell_area_avg_sq_um = 17.4

[detailed_routing]
drt_pass1_iterations = 3
drc = 0
n_antenna_cell = 0
drt_first_iter_violations = 14
wl_per_cell_um = 12.7
antenna_left = 0
routed_wirelength_um = 3870
via_per_inst = 2.91
num_vias = 886

[timing]
timing.final.setup_violations = 0
final.min_clock_period_ns = 0.955
timing.fmax_ghz = 1.05
grt_setup_unrepaired = "false"
fin_ws_ns = 0.0447
post-route-period-util_pct = 95.5
totalNegativeSetupSlack_ns = 0
timing_worst_slew_pin_value_ns = 0.186
worst_slew_margin_rel_pct = 87.6
hold_viol = 0
slew_limit_fails = 0

[floorplanning]
floorplan.rows = 36
io-pin-count = 98
die_area_sq_um = 14600
fraction_of_the_core_area_occupied_by_cells_at_floorplan_pct = 12.0
placeableCoreArea_sq_um = 9860
die_y_um = 121
die_w_um = 121

[cells_and_area]
count_of_placed_standard_cells_in_the_final_layout_fillers_left_out = 304
area_growth_syn_to_layout_pct = 91.7
post_route_cells_drive_above_1_share_pct = 48.0
design_area_sq_um = 2270
largest_reg_flops = 32

[power_and_ir_drop]
power_leakage_nw = 0.979
switchingPower_mw = 0.629
internal_power_mw = 2.39
power.share.combinational_pct = 18.8
post-layout-total-power_mw = 3.02
power_density_nw_per_um2 = 1330
share_seq_of_total_power_pct = 46.8
clockPowerShare_pct = 34.4
power.share.switching_pct = 20.8
vdd.ir_drop.worst_uv = 417

[place]
globalplace.congestion = 0.781
number_of_placed_instances_taps_included = 296
place_area_sq_um = 2270
pre_cts_slack_ns = -0.0409
number_of_buffers_added_on_ports = 97

[run]
max-cap-violations = 0
warnings = 25

[cts]
cts.path.max_buffers = 2
clkSinkCount = 32
h-tree-depth = 2
clock_root_buffer = "sky130_fd_sc_hd__clkbuf_8"
post_cts_buffers = 0
clock_pin_slew_on_the_worst_setup_and_hold_paths_ns = 0.07
cts_buffers = 5
cts_tree = "yes"

[global_routing]
global_route.overflow_total = 0
largest_net_degree_at_the_start_of_global_routing = 23
grt_pass1_vias = 963
grt_use_total_pct = 4.88
first_pass_grt_wire_length_um = 5550
grt_antenna_before_repair = 0

[hold_path]
hold_path_class = "input port to flip-flop"

[outcome]
run_status = "finished, final reports clean"
-- power groups by stage --
stage | Combinational [mW] | Sequential, mW | Clock [mW]
after global routing | 0.612 | 1.42 | 1.19
after CTS | 0.610 | 1.41 | 1.13
final | 0.567 | 1.41 | 1.04
-- kinds of logic (layout without fill, tap and decap cells) --
logic type,after synthesis,in the layout,synth area share [%]
flip-flops,32,32,54.1
buffers and inverters,4,107,6.02
multiplexers,32,32,39.9
-- per-stage QoR --
stage                     utilization, %  hold WS, ns
final                               23.0        0.440
after global routing                23.0        0.435
after CTS                           23.8        0.431
after detailed placement            23.0        0.736
after global placement              23.0        0.734
after floorplan                        -        0.343
-- worst min-delay path: stages --
cell and delay, ns:
sky130_fd_sc_hd__buf_2 0.12, sky130_fd_sc_hd__buf_12 0.17, sky130_fd_sc_hd__mux2_4 0.20
-- cell type report --
cell class                 count  area (sq um)
clock buffer                   6          82.6
fill                        1043          7590
multi-input combinational     32           473
clock inverter                 2          10.0
tap                          133           166
timing repair buffer          99           878
sequential                    32           661
-- routing by layer --
| metal | share of wire [%] | wire [um] | vias to the layer above | global-route usage (%) |
|---|---|---|---|---|
| li1 | - | - | 435 | - |
| met1 | 43 | 1660 | 381 | 5.90 |
| met2 | 41 | 1590 | 65 | 7.38 |
| met3 | 15 | 571 | 5 | 3.07 |
| met4 | 1.2 | 46 | 0 | 0.603 |
| met5 | 0 | 0 | - | 0 |
-- timing repair --
item,CTS,global route
resized,82,27
cloned,0,0
endpoints found under the setup margin,32,19
hold endpoints to repair,0,0
pin swaps,0,0
hold buffers,0,0
-- path summary, 6_finish.rpt --
path              cells past startpoint          end   startpoint  slack, ns
hold / removal                        3   wb_data[4]   mem_to_reg       0.44
setup / recovery                      1  wb_data[31]  wb_data[31]       0.04
-- cells in the final DEF (no fill, tap or decap) --
cell,netlist,final
sky130_fd_sc_hd__clkbuf_2,0,17
sky130_fd_sc_hd__buf_12,3,1
sky130_fd_sc_hd__mux2_4,30,30
sky130_fd_sc_hd__buf_2,0,7
sky130_fd_sc_hd__clkbuf_8,0,6
sky130_fd_sc_hd__dfxtp_1,32,16
sky130_fd_sc_hd__clkinv_2,0,2
sky130_fd_sc_hd__clkdlybuf4s15_1,0,9
sky130_fd_sc_hd__buf_4,0,1
sky130_fd_sc_hd__mux2_2,2,2
sky130_fd_sc_hd__clkdlybuf4s50_1,0,64
sky130_fd_sc_hd__dfxtp_2,0,16
Power and IR drop assume default switching activity.
