[flow/config.mk]
export PLATFORM = sky130hd
export DESIGN_NAME = fu2
export DESIGN_NICKNAME = fu2
export VERILOG_FILES = /design/flow/design.v
export SDC_FILE = /design/flow/constraint.sdc
export NUM_CORES = 4
export LEC_CHECK = 1
export CORE_UTILIZATION = 50
[flow/constraint.sdc]
current_design fu2

set clk_period 1.0
set clk_io_pct 0.2

create_clock -name clk0 -period $clk_period [get_ports {clk}]

set non_clock_inputs [all_inputs -no_clocks]
set_input_delay [expr $clk_period * $clk_io_pct] -clock clk0 $non_clock_inputs
set_output_delay [expr $clk_period * $clk_io_pct] -clock clk0 [all_outputs]
[flow/design.v]
module fu2(
    input clk,
    input rst,
    input [31:0] src1,   
    input [31:0] src2,   
    output reg [31:0] result  
);
    always @(posedge clk or posedge rst) begin
        if (rst)
            result <= 0;
        else
            result <= src1 - src2;  
    end
endmodule
[flow/run.sh]
#!/bin/bash
# OpenROAD 26Q1-2900-gdf79404cd8, Yosys 0.63+post, stock flow scripts
make -C /OpenROAD-flow-scripts/flow DESIGN_CONFIG=/design/flow/config.mk WORK_HOME=/design/flow/orfs finish
==> run summary <==
run status -> aborted with a tool error
last stage reached -> clock tree synthesis
Run Error -> [ERROR DPL-0036] Detailed placement failed.
CTS buffer count -> 5
Max clock buf depth -> 2
Post-synth EDFFs -> 0
largest area contributor in the netlist -> dfrtp_1
top-level port count -> 98
Root Driver -> clkbuf_8
H-tree depth -> 2
pre-CTS setup slack -> -2110 ps
dpl cells -> 550
Rows -> 26
area share, top type -> 30.4%
CTS hold repair buffers -> 0
Yosys Instances -> 302
Cell Area, Synth -> 2640 sq um
Syn Area/Cell -> 8.73 sq um
Synth Instances -> 302
Cell area leaders -> dfrtp_1 (30%), ha_1 (15%), xnor2_1 (6.3%), inv_1 (6.0%), a21oi_1 (5.9%)
Post-CTS Resized -> 303
Synth Register Bits -> 32
number of port buffers -> 97
Distinct cells, synth -> 47
Placed Area -> 4640 sq um
Die Height -> 74.6 microns
postcts setup bufs -> 26
Die Span X -> 74.6 microns
routability cong. -> 0.856
most common flop cell mapped by yosys -> dfrtp_1
chip area line of the yosys report -> 2640 sq um
Async SR Flop Fraction -> 100%
fp util -> 51.9%
Synth Seq Share -> 30.4%
HPWL after DPL -> 7490 microns
clock sink count -> 32
Yosys warnings -> 1
-- stage by stage --
step	util, %	hold WS [ps]
floorplan	-	316
detailed placement	91.5	589
global placement	91.5	560
-- kinds of logic after synthesis --
| group | synth area share [%] |
|---|---|
| AOI/OAI and AO/OA | 24.6 |
| and+or+nand+nor | 12.6 |
| buffers and inverters | 7.22 |
| adders and majority gates | 15.5 |
| DFF | 30.4 |
| xor gates and xnor gates | 9.31 |
| muxes | 0.380 |
-- cell usage after synthesis (2+ instances only) --
cell,number
a21o_1,8
a21oi_1,31
a22oi_1,2
a31oi_1,6
and3_1,3
buf_2,2
clkbuf_1,6
dfrtp_1,32
ha_1,31
inv_1,42
nand2_1,21
nand2b_1,4
nand3_1,5
nand4_1,8
nor2_1,10
nor2b_1,3
nor3_1,5
o211ai_1,2
o21a_1,4
o21ai_0,12
o21ai_1,7
o21bai_1,6
o31a_1,2
xnor2_1,19
xor2_1,9
