==> design/flow/design.v <==
module register_file(input [4:0] read_reg1, input [4:0] read_reg2, input [4:0] write_reg, input [31:0] write_data, output [31:0] read_reg1_value, output [31:0] read_reg2_value, input reg_write);
    logic [31:0] gen_reg[31:0];
    assign gen_reg[0] = 32'b0;
    always @(*) begin
        if (reg_write == 1) begin
            gen_reg[write_reg] <= write_data;
        end
        read_reg1_value <= gen_reg[read_reg1];
        read_reg2_value <= gen_reg[read_reg2];
    end
endmodule
==> design/flow/run.sh <==
#!/bin/bash
# OpenROAD 26Q1-2900-gdf79404cd8, Yosys 0.63+post, stock flow scripts
make -C /OpenROAD-flow-scripts/flow DESIGN_CONFIG=/design/flow/config.mk WORK_HOME=/design/flow/orfs finish
==> design/flow/config.mk <==
export PLATFORM = sky130hd
export DESIGN_NAME = register_file
export DESIGN_NICKNAME = register_file
export VERILOG_FILES = /design/flow/design.v
export SDC_FILE = /design/flow/constraint.sdc
export NUM_CORES = 4
export LEC_CHECK = 1
export CORE_UTILIZATION = 30
==> design/flow/constraint.sdc <==
current_design register_file

set clk_period 6.1
set clk_io_pct 0.2

create_clock -name clk0 -period $clk_period

set non_clock_inputs [all_inputs -no_clocks]
set_input_delay [expr $clk_period * $clk_io_pct] -clock clk0 $non_clock_inputs
set_output_delay [expr $clk_period * $clk_io_pct] -clock clk0 [all_outputs]
==> metrics.cfg <==
[finish]
drive_gt1_share_pct = 12.1
fillers = 9619
largest_reg_flops = 992
postLayoutCoreUtil_pct = 34.2
area_delta_synth_final_pct = 12.9
mostFrequentLayoutCells = 992 x dlxtn_1, 555 x a22oi_1, 199 x buf_4
lay_top_count = dlxtn_1

[sta]
finalClockPeriodUsage_pct = 98.0
tightest_slew_ns = 0.950
hold_viol = 0
max_slew_margin_pct = 36.5
drv_slew = 0
unconstrained_endpoints = 992
worst_slack_ns = 0.119
setup_viol = 0
unclocked_pins = 992
rsz0062_at_grt = no
fin_tns_setup_ns = 0
post-route-min-period_ns = 5.98
fmax_ghz = 0.167

[synth]
syn-cell-area_mm2 = 0.0288
ys_cells = 3046
synth-edff-count = 0
flop_cell = dlxtn_1
yosysUniqueCellTypes = 66
yosys_area_mm2 = 0.0288
ys_warn_count = 4
ys.flops = 992
synthArstFlopShare_pct = 0
postSynthAreaPerCell_um2 = 9.47
netlist_instances = 3046

[flow_run]
maxCapViolations = 0
warning_count = 32

[grt]
grt.overflow.total = 0
grt_pass1_vias = 28800
grt_use_met2_pct = 46.6
grt_antenna_before_repair = 11
use_met3_pct = 19.8
grt_start_max_net_pins = 54
track_usage_pct = 33.1
top_usage_layer = met2
grtUsageMet1_pct = 39.9
grt_pass1_wl_um = 220000

[detailed_routing]
drt_first_pass_iters = 9
wl_um = 161000
detail_route.wl_per_cell_um = 36.6
drt_iter0_markers = 3550
post-route-drc-count = 0
antenna_left = 0
vias = 29200
viasPerCell = 6.64

[placed_design]
gp_congestion = 1.07
io_buffer_count = 112
dp_hpwl_um = 101000
post-place-ws_ns = 0.264

[die]
core_mm2 = 0.0952
die_w_um = 312
die_y_um = 312
rows = 113
io-pin-count = 112
chipArea_mm2 = 0.0974
initial_core_util_pct = 30.3

[critical_path]
critical_path_class = primary input to primary output
cp.required_ns = 4.88
arrival_ns = 4.76
critPathCaptureType = primary output
crit_fanout = 16
start_kind = primary input

[run_status]
status = finished, final reports clean

[pwr]
max-vdd-ir-drop_mv = 0.0199
leakage_uw = 0.0144
pwr_density_cell_mw_per_mm2 = 55.0

[clocking]
holdBufCountCts = 0
post_cts_resized = 0
cts_setup_buffers = 0

[hold_path]
hold_path_class = primary input to primary output

==> metrics by stage <==
stage               std cells  power, µW  area, µm²  hold WS (ns)
global route             4385       1860      32500          3.72
detailed placement       4382       1740      32500          3.66
finish                   4395       1790      32600          3.65
floorplan                3046       1040      28800          2.75
global placement         4382       1750      32500          3.67
CTS                      4382       1750      32500          3.67
==> logic make-up after synthesis <==
logic type / count (synthesis) / synth area share [%]
compound gates: 888 / 23.7
latches: 992 / 51.6
buf+inv: 265 / 3.94
simple gates: 764 / 15.1
mux: 137 / 5.69
==> Yosys cell counts (all sizes together) (8+ instances only) <==
cell type  instances  area share (%)
and4              11            0.33
a221oi            15            0.46
nand2             94             1.2
nand3b             9            0.25
a22oi            555              14
and3             172             3.7
mux2i             92             3.2
nor2             101             1.3
a32oi             25            0.76
or3               16            0.35
inv               11            0.14
nand4            103             2.2
dlxtn            992              52
a2bb2oi           14            0.43
o22ai             13            0.28
a21oi             61             1.1
a22o              41             1.2
and2              28            0.62
nor3b              9            0.25
o31ai             11            0.29
mux4              19             1.5
or4               44             1.1
o21ai             16            0.28
nand3            113             2.0
o2111ai            8            0.24
nand2b            14            0.30
a222oi            21            0.73
buf               83             1.6
nor2b             13            0.33
o211ai            22            0.57
clkbuf           170             2.2
a2111oi           56             2.0
mux2              26             1.0
==> final cells by class <==
class / instances / area (µm²) / share of cell area [%]
inverter: 12 / 45.0 / 0.138
sequential: 992 / 14900 / 45.7
multi-input combinational: 1789 / 13100 / 40.3
timing repair buffer: 324 / 2880 / 8.83
antenna: 13 / 32.5 / 0.0999
tap: 1265 / 1580 / 4.86
==> metal layers <==
metal | up-vias | part of all wire [%]
met5 | - | 0.14
met4 | 14 | 6.8
met3 | 718 | 17
met2 | 2706 | 41
met1 | 13800 | 35
li1 | 11900 | -
==> worst paths after layout <==
kind / startpoint / end / slack, ns / cells after the start
worst max-delay path: read_reg2[4] / read_reg2_value[1] / 0.12 / 8
worst min-delay path: read_reg2[3] / read_reg2_value[2] / 3.65 / 6
==> critical path: stages <==
cell and delay, ns:
clkdlybuf4s50_1 0.85, nor3b_1 0.11, buf_4 0.23, and2_2 0.50, a2111oi_0 0.60, nand3_1 0.19
or4_1 0.60, clkdlybuf4s50_1 0.44
==> power breakdown <==
part	internal, µW	leakage (µW)	total [µW]	switching (µW)
Clock	0.0000753	0.0000000727	0.0000754	0
Combinational	451	0.00630	1150	698
Sequential	452	0.00808	641	189
Power figures rest on the tool's default switching activity, not on a simulated workload.
